==> design/flow/constraint.sdc <==
current_design seven_segment_display

set clk_period 3.6
set clk_io_pct 0.2

create_clock -name clk0 -period $clk_period [get_ports {i_Clk}]

set non_clock_inputs [all_inputs -no_clocks]
set_input_delay [expr $clk_period * $clk_io_pct] -clock clk0 $non_clock_inputs
set_output_delay [expr $clk_period * $clk_io_pct] -clock clk0 [all_outputs]
==> design/flow/design.v <==
module seven_segment_display(
    input i_Clk, i_Switch_1, 
    output o_Segment2_A, o_Segment2_B,o_Segment2_C,o_Segment2_D,o_Segment2_E, o_Segment2_F,o_Segment2_G
);
    reg r_Switch = 1'b0;
    wire w_Switch;
    reg [3:0] number = 4'b0000;
    wire w_Segment2_A, w_Segment2_B, w_Segment2_C, w_Segment2_D, w_Segment2_E, w_Segment2_F, w_Segment2_G;
    debounce_logic dl_unit(
        .i_Clk(i_Clk),  
        .i_Switch_1(i_Switch_1),
        .o_Switch_1(w_Switch)
    );
    always @(posedge i_Clk) begin
        r_Switch <= w_Switch;
        if (w_Switch == 1'b1 && r_Switch == 1'b0) begin
            if (number == 9) begin
                number <= 0;
            end else begin
                number <= number + 1;
            end
        end
    end
    binary_to_seven_segment bss_unit(
        .i_Clk(i_Clk),
        .i_Number(number),
        .o_Segment2_A(w_Segment2_A),
        .o_Segment2_B(w_Segment2_B),
        .o_Segment2_C(w_Segment2_C),
        .o_Segment2_D(w_Segment2_D),
        .o_Segment2_E(w_Segment2_E),
        .o_Segment2_F(w_Segment2_F),
        .o_Segment2_G(w_Segment2_G)
    );
    assign o_Segment2_A = ~w_Segment2_A;
    assign o_Segment2_B = ~w_Segment2_B;
    assign o_Segment2_C = ~w_Segment2_C;
    assign o_Segment2_D = ~w_Segment2_D;
    assign o_Segment2_E = ~w_Segment2_E;
    assign o_Segment2_F = ~w_Segment2_F;
    assign o_Segment2_G = ~w_Segment2_G;
endmodule
module binary_to_seven_segment(
    input i_Clk,
    input [3:0] i_Number,
    output o_Segment2_A, o_Segment2_B, o_Segment2_C, o_Segment2_D, o_Segment2_E, o_Segment2_F, o_Segment2_G
);
    reg [6:0] hex_encoding = 7'h00;
    always @(posedge i_Clk) begin
        case(i_Number)
            4'b0000 : hex_encoding <= 7'h7E;
            4'b0001 : hex_encoding <= 7'h30;
            4'b0010 : hex_encoding <= 7'h6D;
            4'b0011 : hex_encoding <= 7'h79;
            4'b0100 : hex_encoding <= 7'h33;          
            4'b0101 : hex_encoding <= 7'h5B;
            4'b0110 : hex_encoding <= 7'h5F;
            4'b0111 : hex_encoding <= 7'h70;
            4'b1000 : hex_encoding <= 7'h7F;
            4'b1001 : hex_encoding <= 7'h7B;
            4'b1010 : hex_encoding <= 7'h77;
            4'b1011 : hex_encoding <= 7'h1F;
            4'b1100 : hex_encoding <= 7'h4E;
            4'b1101 : hex_encoding <= 7'h3D;
            4'b1110 : hex_encoding <= 7'h4F;
            4'b1111 : hex_encoding <= 7'h47;
        endcase
    end
    assign o_Segment2_A = hex_encoding[6];
    assign o_Segment2_B = hex_encoding[5];
    assign o_Segment2_C = hex_encoding[4];
    assign o_Segment2_D = hex_encoding[3];
    assign o_Segment2_E = hex_encoding[2];
    assign o_Segment2_F = hex_encoding[1];
    assign o_Segment2_G = hex_encoding[0];
endmodule
module debounce_logic(
    input i_Clk,
    input i_Switch_1,
    output o_Switch_1
);
    parameter DEBOUNCE_LIMIT = 250000;  
    reg [17:0] count = 0;
    reg r_State = 1'b0;
    always @(posedge i_Clk) begin
        if (i_Switch_1 !== r_State && count < DEBOUNCE_LIMIT) begin
            count <= count + 1;
        end else if (count == DEBOUNCE_LIMIT) begin
            r_State <= i_Switch_1;
            count <= 0;
        end else begin
            count <= 0;
        end
    end
    assign o_Switch_1 = r_State;
endmodule
==> design/flow/config.mk <==
export PLATFORM = sky130hd
export DESIGN_NAME = seven_segment_display
export DESIGN_NICKNAME = seven_segment_display
export VERILOG_FILES = /design/flow/design.v
export SDC_FILE = /design/flow/constraint.sdc
export NUM_CORES = 4
export LEC_CHECK = 1
export CORE_AREA = 10 10 106 106
export DIE_AREA = 0 0 116 116
==> design/flow/run.sh <==
#!/bin/bash
# OpenROAD 26Q1-2900-gdf79404cd8, Yosys 0.63+post, stock flow scripts
make -C /OpenROAD-flow-scripts/flow DESIGN_CONFIG=/design/flow/config.mk WORK_HOME=/design/flow/orfs finish
==> results_dict.tcl <==
# place-and-route summary
set metrics [dict create \
    clockRootBuffer "clkbuf_8" \
    overflow 0 \
    setup.worst_path.end_class "primary output" \
    register_area_um2 671 \
    crit_chain "inv_1 -> clkdlybuf4s50_1" \
    combGateArea_um2 759 \
    fin_setup_tns_ps 0 \
    r2r_slack_ps 1960 \
    drive_gt1_share_pct 6.08 \
    min_from "dl_unit.r_State" \
    ys_async_sr_fraction_pct 0 \
    ys_warn_count 3 \
    rsz0062_at_grt "no" \
    die_area_um2 13500 \
    hold_depth 0 \
    startpoint_type "flop" \
    crit_arrival_ps 1070 \
    critPathKind "reg -> out" \
    yosys_cells 172 \
    synth_flops 31 \
    required_ps 2880 \
    dr_total_vias 1086 \
    cp_slowest_cell "clkdlybuf4s50_1" \
    r2r_start "dl_unit.count[14]" \
    rr_endpoint "dl_unit.count[2]" \
    numPortBuffers 8 \
    ant_nets 0 \
    synthFlopType "dfxtp_1" \
    peakVddDrop_uv 130 \
    slew_headroom_pct 52.8 \
    die_y_um 116 \
    clockBufferDepth 2 \
    top_cells_by_count "dfxtp_1 (26), nor2_1 (26), inv_1 (18)" \
    warnings 33 \
    grt_pass1_vias 952 \
    cap_violations 0 \
    wl_per_cell_um 8.32 \
    largest_area_cell "dfxtp_1" \
    hp-class "reg -> reg" \
    power.leakage_nw 0.658 \
    rr_worst_depth 4 \
    initCoreUtil_pct 17.3 \
    setup_viol 0 \
    finClkSkew_ps 3.59 \
    finalWirelength_mm 2.41 \
    synth.distinct_cells 32 \
    area_delta_synth_final_pct 18.3 \
    total_power_mw 0.665 \
    cts_resized 0 \
    clock_latency_ps 280 \
    yosys_area_um2 1530 \
    ys_seq_share_pct 43.8 \
    rows 34 \
    power_density_nw_per_um2 367 \
    grt_pass1_wl_mm 4.29 \
    die_w_um 116 \
    hpwl_mm 1.79 \
    syn_inst 172 \
    status "complete, no violations" \
    antenna_found_initial 0 \
    vias_per_cell 3.76 \
    drv_slew 0 \
    area_leaders "dfxtp_1 (34%), edfxtp_1 (9.8%), ha_1 (8.2%)" \
    fillers 972 \
    gp_congestion 0.827 \
    stdcell_count 289 \
    route.detailed.drc 0 \
    finalClockPeriodUsage_pct 49.8 \
    cpPeakStageDelay_ps 460 \
    synth-edff-count 5 \
    diodes 0 \
    yosys.area.top_type_share_pct 34.0 \
    min_period_ps 1790 \
    h-tree-depth 2 \
    clkSlewWorstSetupHoldPaths_ps 60 \
    post_cts_buffers 0 \
    drt-pass1-iter-count 6 \
    drt-initial-drc-count 57 \
    cts.sinks 31 \
    synth.avg_cell_area_um2 8.91 \
    fmax_mhz 557 \
    hold_violations 0 \
    max_slew.worst_pin.slew_ps 708 \
    holdPathEnd "r_Switch" \
    grt_max_degree 19 \
    dp.cells 281 \
    synthesis.area_um2 1530 \
    cts-hold-fix-buffers 0 \
    grt.total_usage_pct 3.78 \
    cts_tree "yes" \
    core_region_area_um2 8850 \
    cts_buffers 5 \
    ios 9 \
    path_max_fanout 1 \
]
[worst max-delay path: cells and delay by family (launching register included)]
| kind | cells | cell delay (ps) |
|---|---|---|
| buf+inv | 2 | 500 |
| flops | 1 | 300 |
[cell type report]
class	instances	share of cell area (%)
sequential	31	37.0
clock buffer	8	5.52
tap	108	7.45
timing repair buffer	8	4.42
inverter	18	3.73
multi-input combinational	116	41.9
[power breakdown]
group / internal (mW) / switching, mW / leakage [nW]
Combinational: 0.00542 / 0.00764 / 0.347
Clock: 0.174 / 0.121 / 0.0515
Sequential: 0.354 / 0.00313 / 0.260
[cell usage in the layout, fill, tap and decap left out]
| cell | synthesis | layout |
|---|---|---|
| o22ai_1 | 1 | 1 |
| nand2b_1 | 2 | 2 |
| mux2i_1 | 1 | 1 |
| nand2_1 | 10 | 10 |
| xnor2_1 | 12 | 12 |
| nand3_1 | 6 | 6 |
| nand4_1 | 6 | 6 |
| a31o_2 | 1 | 1 |
| o31a_1 | 1 | 1 |
| nor2_1 | 26 | 26 |
| clkdlybuf4s50_1 | 0 | 8 |
| a31oi_1 | 3 | 3 |
| a21oi_1 | 7 | 7 |
| inv_1 | 18 | 18 |
| ha_1 | 10 | 10 |
| edfxtp_1 | 5 | 5 |
| xor2_1 | 4 | 4 |
| a211oi_1 | 2 | 2 |
| nor3_1 | 5 | 5 |
| a21boi_0 | 1 | 1 |
| clkbuf_8 | 0 | 7 |
| o31ai_4 | 1 | 1 |
| nor4b_1 | 1 | 1 |
| and3_1 | 1 | 1 |
| nor2b_1 | 4 | 4 |
| or4_4 | 1 | 1 |
| nor4_1 | 5 | 5 |
| a2bb2oi_1 | 1 | 1 |
| clkbuf_1 | 5 | 1 |
| dfxtp_1 | 26 | 26 |
| nor3_4 | 1 | 1 |
| o21ai_0 | 3 | 3 |
[registers in the layout, indices dropped and copies added (netlist names)]
name	cells
dl_unit.count	18
bss_unit.hex_encoding	7
r_Switch	1
dl_unit.r_State	1
number	4
[how the worst max path moves through the flow]
stage,slack (ps),to,start
CTS,1780,o_Segment2_G,bss_unit.hex_encoding[0]
global route,1730,o_Segment2_D,bss_unit.hex_encoding[3]
finish,1810,o_Segment2_G,bss_unit.hex_encoding[0]
[through the flow]
step / setup slack (ps) / cell area (um2) / hold slack, ps / utilization (%)
2_1_floorplan: 2110 / 1530 / 382 / -
3_3_place_gp: 1700 / 1710 / 399 / 19.4
3_5_place_dp: 1690 / 1710 / 416 / 19.4
4_1_cts: 1780 / 1810 / 435 / 20.5
5_1_grt: 1730 / 1810 / 444 / 20.5
6_report: 1810 / 1810 / 428 / 20.5
[cells by family after synthesis]
kind of cell / count (synthesis) / share of synthesized area [%]
and+or+nand+nor: 68 / 22.1
adders and majority gates: 10 / 8.16
buffers and inverters: 25 / 6.69
AOI/OAI and AO/OA: 21 / 9.47
xor gates and xnor gates: 16 / 9.14
muxes: 1 / 0.653
DFF: 31 / 43.8
[per-layer routing]
metal	vias up	GRT usage, %	wire length (um)
li1	591	-	-
met1	474	5.22	1240
met2	18	5.38	973
met3	3	1.83	175
met4	0	0.500	17
met5	-	0	0
Power is estimated from default activity; no workload was simulated.
